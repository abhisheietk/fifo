[flow/run.sh]
#!/bin/bash
# OpenROAD 26Q1-2900-gdf79404cd8, Yosys 0.63+post, stock flow scripts
make -C /OpenROAD-flow-scripts/flow DESIGN_CONFIG=/design/flow/config.mk WORK_HOME=/design/flow/orfs finish
[flow/config.mk]
export PLATFORM = sky130hd
export DESIGN_NAME = ram
export DESIGN_NICKNAME = ram
export VERILOG_FILES = /design/flow/design.v
export SDC_FILE = /design/flow/constraint.sdc
export NUM_CORES = 4
export LEC_CHECK = 1
export CORE_UTILIZATION = 50
[flow/constraint.sdc]
current_design ram

set clk_period 3.5
set clk_io_pct 0.2

create_clock -name clk0 -period $clk_period [get_ports {clk_read}]
create_clock -name clk1 -period $clk_period [get_ports {clk_write}]

set non_clock_inputs [all_inputs -no_clocks]
set_input_delay [expr $clk_period * $clk_io_pct] -clock clk0 $non_clock_inputs
set_output_delay [expr $clk_period * $clk_io_pct] -clock clk0 [all_outputs]
[flow/design.v]
module ram (clk_write, address_write,
  data_write, write_enable,
  clk_read, address_read, data_read);
  parameter D_WIDTH = 16;
  parameter A_WIDTH = 5;
  input                clk_write;
  input  [A_WIDTH-1:0] address_write;
  input  [D_WIDTH-1:0] data_write;
  input                write_enable;
  input                clk_read;
  input  [A_WIDTH-1:0] address_read;
  output [D_WIDTH-1:0] data_read;
  reg    [D_WIDTH-1:0] data_read;
  reg [D_WIDTH-1:0] memory [0:2**A_WIDTH-1];
  always @(posedge clk_write) begin
    if (write_enable) begin
      memory[address_write] <= data_write;
    end
  end
  always @(posedge clk_read) begin
    data_read <= memory[address_read];
  end
endmodule
==> changes_impl.md <==
## Implementation

- Largest net degree at the start of global routing: 65
- Area leader share: 0.7487
- Fp util: 0.5122
- Setup violations, final: 0
- Max Cap Viol: 0
- Total GRT Usage: 0.2614
- Top cells by area: edfxtp_1, mux2i_1, a22oi_1
- Area delta synth->final: 14.39%
- Vias in the first global route: 10674
- RSZ-0062 raised after global routing: false
- FF-to-FF setup slack: 1500 ps
- RD Place Congestion: 0.9249
- CTS Sinks: 528
- 1st-pass router iterations: 5
- Chip Area, Yosys: 20540 sq um
- Mapped cell area: 20540 sq um
- Total die size: 41890 sq um
- Main synth FF type: edfxtp_1
- Drt drc: 0
- Worst Hold Class: flop to flop
- Fin. max-slew vios: 0
- Detail Route Antenna Nets: 0
- VDD IR max: 0.0004819 V
- CP Launch Type: input pin
- Post-synth ARST share: 0
- Hold buffer count at CTS: 0
- Crit path launch: address_read[2]
- Yosys warns: 1
- Avg Cell Area, Syn: 17.97 sq um
- CP arrival: 2920 ps
- Worst R2R Start: memory[5][1]
- Detailed placer's ending HPWL: 27.77 mm
- Hold path start: memory[10][9]
- Post-Synth Simple-Gate Area: 0.03491
- Syn Inst Count: 1143
- Cell count in the Yosys report: 1143
- Pwr dens: 571.5 nW/um^2
- Die extent in x: 204.7 um
- Hold WS: 950.6 ps
- Final wirelength: 47.11 mm
- Top Ports: 45
- Sequential Area: 15700 sq um
- Final Hold Vio Count: 0
- Fa+ha+maj area frac: 0
- CP required: 3610 ps
- Core ar.: 40100 sq um
- Tool Warnings: 26
- Die height: 204.7 um
- Post-synth EDFFs: 512
- Ys flops: 528
- FILL cells: 2934
- Comb. cell area: 4317 sq um
- DR vias/cell: 5.747
- Top cells by count: edfxtp_1, mux2i_1, a22oi_1
- GRT overflow: 0
- Crit-path max FO: 64
- Ant diodes: 0
- Clock-pin slew on the worst setup and hold paths: 60 ps
- Port bufs: 43
- Layout cells sized above 1: 0.1202
- Leading area contributor after synthesis: edfxtp_1
- Leakage Power: 0.008222 uW
- Row count: 73
- Worst-Margin Slew: 760.4 ps
- TritonCTS clock tree: built
- Vias: 10431
- Worst setup EP type: flop
- Aoi share: 0.04972
- Setup TNS Final: 0 ps
- Status: completed
- Xor+xnor area frac: 0
- Synth logic family: multiplexers
- Initial antenna violation count: 0
- Crit Path Class: input pin to flop
- Slew margin rel.: 0.4892
- Top-count cell post-synth: edfxtp_1
- Drt initial violations: 616
- First-pass GRT wire length: 70.12 mm
- WL per Instance: 25.95 um
- Post-synthesis sequential area ratio: 0.7643
- Gates resized, CTS repair: 0
- Post-CTS setup buffers: 0
- Mux share: 0.1248
- Distinct cells, synth: 26
metal layers:
layer  global-route usage  part of all wire  vias to the layer above
met1               0.3927              0.37                     5209
met3               0.1226              0.11                       68
met5                    0                 0                        -
met2               0.3943              0.50                      377
li1                     -                 -                     4777
met4              0.04584             0.022                        0
critical path, cell delays in order:
cell             delay [ps]
clkdlybuf4s50_1         610
nor2b_4                 220
buf_12                  300
a22o_1                  250
nor3_1                   70
buf_4                   150
a31oi_1                 410
nand3_1                 120
sequential cells by signal (all words and copies together) (netlist names):
register,flops
data_read,16
memory,512
report_power, final:
group	internal (uW)	switching [uW]
Sequential	7030	35.6
Combinational	278	461
Clock	3290	2330
Total	10600	2830
worst paths after layout:
kind | cells past startpoint | to
worst min-delay path | 4 | data_read[9]
worst max-delay path | 8 | data_read[15]
max in group clk1 | 4 | memory[0][13]
min in group clk1 | 2 | memory[0][5]
worst min register to register | 4 | data_read[9]
worst max register to register | 5 | data_read[1]
cell type report:
class | count | share of cell area
Clock inverter | 32 | 0.01321
Multi-Input combinational cell | 548 | 0.1838
Clock buffer | 69 | 0.06125
Tap cell | 525 | 0.02796
Timing Repair Buffer | 113 | 0.04570
Sequential cell | 528 | 0.6681
cells by family after synthesis:
group,after synthesis
mux,256
flops,528
simple gates,148
buf+inv,67
compound gates,144
through the flow:
step	cell area (sq um)	setup WS (ps)	util	cells	total power, uW
floorplan	20540	1060	-	1143	7570
global placement	21740	429.8	0.5422	1714	7940
detailed placement	21740	408.7	0.5422	1714	7945
CTS	23490	682.0	0.5859	1815	13540
global route	23490	600.1	0.5859	1815	13850
finish	23490	691.7	0.5859	1815	13430
cell usage in the layout (no fill, tap or decap), types with 2 or more instances in the layout:
master / count
clkbuf_1: 13
nand2_1: 33
nand3b_1: 5
a22o_1: 32
buf_12: 9
clkbuf_16: 55
nand4_1: 16
nand2b_1: 2
buf_4: 61
a31oi_1: 16
a21oi_1: 32
mux2i_1: 256
or3b_2: 3
clkinvlp_4: 2
nor3_1: 16
bufinv_16: 5
dfxtp_1: 16
a22oi_1: 64
nand3_1: 34
edfxtp_1: 512
inv_6: 2
clkinv_1: 11
clkdlybuf4s50_1: 42
clkinv_2: 10
nor2b_4: 2
nor2_1: 33
No activity file was given, so power comes from the tool's default toggle rates.
