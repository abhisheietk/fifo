===== flow/config.mk =====
export PLATFORM = sky130hd
export DESIGN_NAME = fifo
export DESIGN_NICKNAME = fifo
export VERILOG_FILES = /design/flow/design.v
export SDC_FILE = /design/flow/constraint.sdc
export NUM_CORES = 4
export LEC_CHECK = 1
export CORE_UTILIZATION = 50

===== flow/constraint.sdc =====
current_design fifo

set clk_period 16.0
set clk_io_pct 0.2

create_clock -name clk0 -period $clk_period [get_ports {clK}]

set non_clock_inputs [all_inputs -no_clocks]
set_input_delay [expr $clk_period * $clk_io_pct] -clock clk0 $non_clock_inputs
set_output_delay [expr $clk_period * $clk_io_pct] -clock clk0 [all_outputs]

===== flow/design.v =====
module dpram (
    clK, 
    a_port_WR,
    a_port_ADDR,
    a_port_data_IN,
    a_port_data_OUT,
    b_port_WR,
    b_port_ADDR,
    b_port_data_IN,
    b_port_data_OUT
    );
    parameter DATA = 16;
    parameter ADDR = 5;    input clK;
    input  wire              a_port_WR;
    input  wire [ADDR-1:0]   a_port_ADDR;
    input  wire [DATA-1:0]   a_port_data_IN;
    output reg  [DATA-1:0]   a_port_data_OUT;
    input  wire              b_port_WR;
    input  wire [ADDR-1:0]   b_port_ADDR;
    input  wire [DATA-1:0]   b_port_data_IN;
    output reg  [DATA-1:0]   b_port_data_OUT;
    initial begin
        $dumpfile("dump.lxt");
        $dumpvars();
    end
    reg [DATA-1:0] Memory [0:2**ADDR-1];
    always @(posedge clK) begin
        if (a_port_WR) begin
            Memory[a_port_ADDR] <= a_port_data_IN;
        end
    end
    always @(posedge clK) begin
        if (b_port_WR) begin
            Memory[b_port_ADDR] <= b_port_data_IN;
        end
    end
    always @(posedge clK) begin
        a_port_data_OUT <= Memory[a_port_ADDR];
        b_port_data_OUT <= Memory[b_port_ADDR];
    end
endmodule
module fifo (
    clK, 
    fifo_WR,
    fifo_IN,
    fifo_RD,
    fifo_OUT,
    rsT,
    statuS
    );
    parameter DATA = 16;
    parameter ADDR = 5;
    input clK;
    input  wire              fifo_WR;
    input  wire [DATA-1:0]   fifo_IN;
    input  wire              fifo_RD;
    output wire [DATA-1:0]   fifo_OUT;
    input  wire              rsT;
    output wire [1:0]        statuS;
    reg         [ADDR-1:0]   Address_In;
    reg         [ADDR-1:0]   Address_Out;
    reg         [ADDR-1:0]   Diff;
    dpram Fifomem (
        .clK(clK), 
        .a_port_WR(fifo_WR),
        .a_port_ADDR(Address_In),
        .a_port_data_IN(fifo_IN),
        .a_port_data_OUT(),
        .b_port_WR(1'b0),
        .b_port_ADDR(Address_Out),
        .b_port_data_IN(),
        .b_port_data_OUT(fifo_OUT)
        );
    defparam Fifomem.DATA = DATA;
    defparam Fifomem.ADDR = ADDR;
    assign statuS = Diff;
    initial begin
        $dumpfile("dump.lxt");
        $dumpvars();
    end
    initial begin
        Address_Out <= 0;
        Address_In  <= 0;
        Diff        <= 0;
    end
    always @(posedge clK) begin
        if (rsT) begin
            Address_Out <= 0;
            Address_In  <= 0;
            Diff        <= 0;
        end
        if (fifo_WR & fifo_RD) begin            
            Address_In <= Address_In + 1;
            Address_Out <= Address_Out + 1;
        end
        else if (fifo_WR) begin
            Address_In <= Address_In + 1;
            Diff       <= Diff + 1;
        end        
        else if (fifo_RD) begin
            Address_Out <= Address_Out + 1;
            Diff        <= Diff - 1;
        end   
    end
endmodule

===== flow/run.sh =====
#!/bin/bash
# OpenROAD 26Q1-2900-gdf79404cd8, Yosys 0.63+post, stock flow scripts
make -C /OpenROAD-flow-scripts/flow DESIGN_CONFIG=/design/flow/config.mk WORK_HOME=/design/flow/orfs finish

==> flow_summary.json <==
{
  "chip_area_sq_um": 41900,
  "arrival_ns": 5.33,
  "start_kind": "input port",
  "cp_cell_sequence": "clkdlybuf4s50_1 > nand2_1 > nor2_2",
  "worst_setup_path_end_kind": "register",
  "drtIter0Drc": 545,
  "cts-resized-gates": 0,
  "hold_class": "register to register",
  "syn_area_per_cell_sq_um": 21.2,
  "leakagePower_nw": 7.44,
  "cts-root-buf": "clkbuf_16",
  "cts_made_buffers": 54,
  "fin_crit_sh_pct": 32.0,
  "area_delta_synth_final_pct": 14.3,
  "worstPathRequired_ns": 16.21,
  "io_pins": 38,
  "final_area_sq_um": 23500,
  "netlist.top_cell.by_area": "edfxtp_1",
  "post_cts_buffers": 0,
  "first_pass_iters": 5,
  "drv_slew": 0,
  "synthArstFlopShare_pct": 0,
  "path_class": "input port to register",
  "top_area_share_pct": 75.6,
  "common_cells": "edfxtp_1, mux4_2, mux2i_1",
  "slowest_stage": "nor2_2",
  "num_vias": 9701,
  "synth_top_cell_by_count": "edfxtp_1",
  "placed_area_sq_um": 21700,
  "synthCells": 969,
  "warnings": 28,
  "peakVddDrop_v": 0.0000911,
  "dieWidth_um": 205,
  "ys_seq_share_pct": 77.8,
  "critical_path.max_stage_delay_ns": 0.86,
  "hold_buffers": 0,
  "vias_per_cell": 5.94,
  "setup_viol": 0,
  "clock_path_buffers": 3,
  "worst-path-buf-inv": 1,
  "antenna_left": 0,
  "maxCapViolations": 0,
  "syn_area_sq_um": 20500,
  "ff_type": "edfxtp_1",
  "worst_slew_pin_slew_ns": 0.890,
  "gr-total-overflow": 0,
  "grt_first_pass_wirelength_mm": 67.6,
  "grt_use_total_pct": 25.6,
  "gp_congestion": 0.836,
  "synth_cell_types": 40,
  "drc_errors": 0,
  "status": "complete, no violations",
  "area_leaders": "edfxtp_1, mux4_2, mux2i_1, dfxtp_1, a2111oi_2",
  "finalSetupTns_ns": 0,
  "yosys_warnings": 6,
  "dp_hpwl_mm": 26.3,
  "ys_ff": 540,
  "io_buffers": 37,
  "yosys-stat-area_sq_um": 20500,
  "cts.clk_slew.worst_paths_ns": 0.06,
  "grt_pass1_vias": 10500,
  "h-tree-depth": 2,
  "synth-edff-count": 517,
  "clock_latency_ns": 0.61,
  "dieHeight_um": 205,
  "std_cell_rows": 73,
  "grt_antenna_before_repair": 0,
  "utilization_pct": 58.5,
  "ys_cells": 969,
  "grt_max_degree": 44,
  "cts_tree": "yes",
  "rsz0062_at_grt": "false",
  "critPathTopFamily": "simple AND/OR/NAND/NOR gates",
  "fp_util_pct": 51.2,
  "worst-path-max-fanout": 16,
  "max_slew_margin_pct": 40.6,
  "fmax_ghz": 0.195,
  "routed_wl_mm": 45.4,
  "core_area_sq_um": 40100,
  "drive_gt1_share_pct": 24.1,
  "wire_per_inst_um": 27.8,
  "skew_ns": 0.0279,
  "clkSinkCount": 540,
  "fin_crit_ns": 5.12,
  "power_density_nw_per_um2": 134,
  "finalHoldViolCount": 0
}
==> metrics by stage <==
stage / power [W] / worst slack, ns / std cells / hold WS (ns)
6_report: 0.00314 / 10.88 / 1632 / 0.438
5_1_grt: 0.00325 / 10.66 / 1631 / 0.480
4_1_cts: 0.00317 / 10.94 / 1631 / 0.444
3_5_place_dp: 0.00196 / 10.29 / 1531 / 0.435
3_3_place_gp: 0.00196 / 10.32 / 1531 / 0.425
2_1_floorplan: 0.00181 / 11.27 / 969 / 0.427
==> power breakdown <==
part           internal [W]  leakage, nW  total, W  switching, W
clock              0.000702        0.846   0.00121      0.000512
sequential          0.00159         4.86   0.00161     0.0000220
combinational      0.000139         1.74  0.000317      0.000178
==> worst paths after layout <==
path                          startpoint  slack [ns]  depth (start not counted)                                 end
setup reg to reg  Address_Out[0]$_DFF_P_       12.04                          6  Fifomem.b_port_data_OUT[2]$_DFF_P_
hold / removal    Address_Out[4]$_DFF_P_        0.44                          1              Address_Out[4]$_DFF_P_
hold reg to reg   Address_Out[4]$_DFF_P_        0.44                          1              Address_Out[4]$_DFF_P_
setup / recovery                 fifo_WR       10.88                          3    Fifomem.Memory[14][12]$_DFFE_PP_
==> kinds of logic (layout without fill, tap and decap cells) <==
logic type                 count (synthesis)  count (layout)  share of synthesized area [%]
AOI/OAI and AO/OA                        121             121                           4.53
xor gates and xnor gates                   5               5                          0.213
adders and majority gates                  5               5                          0.305
buffers and inverters                     57             194                           1.47
DFF                                      540             540                           77.8
muxes                                    164             164                           13.8
other                                      0               1                              0
and+or+nand+nor                           77              77                           1.86
==> metal layers <==
| metal | track usage [%] | wire (um) | vias to the layer above |
|---|---|---|---|
| met2 | 35.7 | 21100 | 477 |
| met5 | 0 | 0 | - |
| li1 | - | - | 4244 |
| met3 | 18.2 | 7380 | 49 |
| met4 | 3.84 | 763 | 0 |
| met1 | 37.5 | 16200 | 4931 |
==> worst reg2reg max path, stage by stage, from the launching register on <==
cell,delay [ns]
dfxtp_4,0.58
buf_4,0.66
buf_4,0.73
mux4_2,0.60
a22o_1,0.23
a2111oi_1,0.75
a21oi_1,0.21
==> cell type report <==
type | instances | area [sq um]
Multi-Input combinational cell | 372 | 4300
Fill cell | 2869 | 16600
Antenna cell | 1 | 2.50
Clock buffer | 74 | 1540
Sequential cell | 540 | 16000
Clock inverter | 26 | 184
Tap cell | 525 | 657
Timing Repair Buffer | 92 | 783
Inverter | 2 | 7.51
==> placed cells by master, fill, tap and decap left out, types with 4 or more instances in the layout <==
master	count
a2111oi_2	12
a21oi_1	34
a22o_1	15
a22oi_1	17
and2_1	4
buf_4	55
clkbuf_1	10
clkbuf_16	55
clkbuf_8	9
clkdlybuf4s50_1	37
clkinv_1	14
clkinv_2	7
dfxtp_1	19
edfxtp_1	517
ha_1	5
mux2i_1	66
mux4_2	95
nand2_1	9
nand3_1	6
nand3b_1	6
nor2_1	19
nor2_2	15
o21ai_0	5
o221ai_1	16
o22ai_1	15
xnor2_1	4
==> registers in the layout, summed over array words and instances, names as in the netlist <==
signal / flops
Address_In: 5
Address_Out: 5
Diff: 2
Fifomem.Memory: 512
Fifomem.b_port_data_OUT: 16
Power and IR drop assume default switching activity.
